===== ./config.mk =====
export PLATFORM = sky130hd
export DESIGN_NAME = timer
export DESIGN_NICKNAME = timer
export VERILOG_FILES = /design/flow/design.v
export SDC_FILE = /design/flow/constraint.sdc
export NUM_CORES = 4
export LEC_CHECK = 1
export CORE_UTILIZATION = 30

===== ./constraint.sdc =====
current_design timer

set clk_period 9.3
set clk_io_pct 0.2

create_clock -name clk0 -period $clk_period [get_ports {clk_i}]

set non_clock_inputs [all_inputs -no_clocks]
set_input_delay [expr $clk_period * $clk_io_pct] -clock clk0 $non_clock_inputs
set_output_delay [expr $clk_period * $clk_io_pct] -clock clk0 [all_outputs]

===== ./design.v =====
module timer(clk_i,rst_i,add_i,dat_i,we_i,dat_o,IQR);
  output IQR;
  input [31:0] dat_i;
  input [3:2] add_i;
  input we_i,clk_i,rst_i;
  output [31:0] dat_o;
  reg iqr=0;
  reg im,enable;
  reg [2:1] mode;
  reg [31:0] present,count;
  always@(posedge clk_i,posedge rst_i)
  begin
    if(rst_i)
      begin
        {im,mode,enable}<={1'b0,2'b00,1'b0};
        present<=32'h0;
        count<=32'h0;
      end
    else
      begin
        if(enable&&count!=32'h0) 
          begin
          count<=count-1;
          end
        if(count==32'h0) 
          begin
            if(im&&enable) 
              begin
                im<=0;
                iqr<=1'b1;
                enable<=1'b0;
              end
            else if(mode==2'b01)
              count<=present;
          end
        if(we_i&&add_i==2'b00) 
          {im,mode,enable}<={dat_i[3],dat_i[2:1],dat_i[0]};
        else if(we_i&&add_i==2'b01)
          if(~im)
            begin
              present=dat_i;
              im=1;
            end
          else
            begin
            present=dat_i;
            if(~enable&&im&&present!=32'h00000000)
              count<=present;
              enable=1;
              iqr=0;
              im=1;
            end
       end
  end
  assign dat_o=(add_i==2'b00)?{28'h0,im,mode,enable}:
               (add_i==2'b01)?present:count;
  assign IQR=(iqr)?1:0;
endmodule 

===== ./run.sh =====
#!/bin/bash
# OpenROAD 26Q1-2900-gdf79404cd8, Yosys 0.63+post, stock flow scripts
make -C /OpenROAD-flow-scripts/flow DESIGN_CONFIG=/design/flow/config.mk WORK_HOME=/design/flow/orfs finish

==> impl_metrics.ini <==
; flow metrics
[clock_tree]
cts_tree = built
cts_inserted_buffers = 9
clock_latency_ns = 0.33
cts_sinks = 68
post_cts_buffers = 0
cts_resized = 0
clk_pin_slew_ns = 0.05
root_buffer = clkbuf_16
cts_hold_buf = 0
clock_path_buffers = 2
htreeDepth = 3

[finish]
fillers = 1346
final_cell_area_um2 = 5280
layout-area-overhead-vs-synth_pct = 27.3
fin_util_pct = 39.6
seq_area_um2 = 1700
drive_above_1_share_pct = 13.1
stdcell_count = 703
comb_area_um2 = 2300

[synthesis]
flop_cell = dfrtp_1
netlist_area_um2 = 4150
avgSynthCellArea_um2 = 8.89
synth.yosys.seq_area_share_pct = 41.0
top_cells_by_count = nand2_1, dfrtp_1, o21ai_0
synthCells = 467
ys.flops = 68
synth_top_cell_by_count = nand2_1
yosysWarningCount = 1
synth.largest_area_cell = dfrtp_1
topCellsByArea = dfrtp_1, mux2_2, nand2_1, o21ai_0, a21oi_1
post_synth_num_cell_types = 52
yosys_area_um2 = 4150
synth_stat.cells = 467
edf_count = 0
async_flop_share_pct = 100
top_area_share_pct = 41.0

[timing]
max_freq_ghz = 0.181
fin_crit_sh_pct = 59.3
relSlewSlack_pct = 43.4
setup_tns_ns = 0
worst_slew_pin_slew_ns = 0.844
hold_viol = 0
grt_setup_unrepaired = false
slew_viol_final = 0
finalSetupViolCount = 0
min_period_ns = 5.52
clock_skew_ns = 0.00549

[global_routing]
first_global_vias = 3740
track_usage_pct = 18.4
antenna_found_initial = 0
grt_overflow = 0
grt_pass1_wl_um = 20100
grt_start_max_net_pins = 59

[worst_setup_path]
crit_path_max_incr_delay_ns = 0.46
crit_arrival_ns = 3.66
crit_cells = 6
critPathTopFamily = buffers and inverters
cp_max_fo = 30
cpMaxStageDelayCell = clkdlybuf4s50_1
timing.critical_path.cells = clkdlybuf4s50_1, buf_4, nor2b_1, buf_4, a22o_1, clkdlybuf4s50_1
required_ns = 7.44
critPathKind = in -> out
cp-end-kind = output pin
start_kind = input port
crit_buf_inv = 4
cp-startpoint = add_i[2]
r2r_cells = 6
rr_startpoint = count[4]

[route]
diodes = 0
wl_per_cell_um = 17.7
drt-vias-per-instance = 5.49
ant_nets = 0
drt_iter0_markers = 244
drc = 0
wl_um = 12400
first_pass_iters = 5
vias = 3862

[power]
power_uw = 1170
p_leak_uw = 0.00194
power_density_nw_per_um2 = 222
ir_drop_v = 0.0000937

[placed_design]
place_area_um2 = 4980
gp_congestion = 0.865
numPortBuffers = 68
placed_cells = 688
hpwlAfterDp_um = 8680

[die]
die_area_um2 = 14300
die_h_um = 120
die_w_um = 120
pin_count = 70
core-area_um2 = 13300
std_cell_rows = 42
initCoreUtil_pct = 31.1

[worst_hold_path]
min_from = present[13]
hold_depth = 1
hold_class = reg -> reg

[flow_run]
cap_violations = 0
warnings = 26

[outcome]
outcome = complete, no violations
[placed cells by master, fill, tap and decap left out, types with 3 or more instances in the layout]
master / instances
or4_1: 8
o21ai_1: 4
a22o_1: 9
inv_1: 3
dfrtp_1: 68
nand2_1: 73
nor4_1: 20
nor4_4: 3
mux2i_1: 4
buf_4: 9
nor2_1: 23
nor3_1: 10
nand4_1: 9
clkbuf_16: 9
o311ai_0: 5
clkdlybuf4s50_1: 67
o22ai_1: 3
or3_1: 8
mux2_2: 34
nand3_1: 8
a211oi_1: 3
xnor2_1: 13
clkbuf_8: 3
a21oi_1: 36
o21ai_0: 51
o41ai_1: 3
a31oi_1: 4
[path summary, 6_finish.rpt]
| check | to | slack, ns |
|---|---|---|
| setup reg to reg | count[5] | 6.11 |
| min in group asynchronous | present[6] | 1.99 |
| hold / removal | present[13] | 0.53 |
| hold reg to reg | present[13] | 0.53 |
| max in group asynchronous | count[23] | 6.36 |
| setup / recovery | dat_o[25] | 3.78 |
[routing by layer]
metal | routed length [um] | global-route usage (%) | part of all wire, %
met1 | 5680 | 27.9 | 46
met2 | 5620 | 28.2 | 45
met5 | 0 | 0 | 0
met3 | 968 | 3.98 | 7.8
met4 | 175 | 2.19 | 1.4
[sequential cells by signal, indices dropped and copies added, names as in the netlist]
signal / flops
present: 32
mode: 2
enable: 1
count: 32
im: 1
[cell families after synthesis]
kind of cell             Yosys count  share of synthesized area [%]
flip-flops                        68                           41.0
adder cells (fa/ha/maj)            2                          0.603
buffers and inverters             36                           3.98
XOR/XNOR                          15                           3.16
AND/OR/NAND/NOR                  180                           22.6
other                              1                         0.0903
multiplexers                      38                           10.2
AND-OR/OR-AND                    127                           18.4
[area by class of cell]
type                    instances  area share [%]
well taps                     176            4.17
clock inverters                 1           0.568
multi-input cells             363            43.5
clock buffers                  14            5.19
repair buffers                 77            14.1
flip-flops and latches         68            32.2
inverters                       4           0.284
[power by group]
| part | leakage [uW] | internal, uW | total (uW) | switching, uW |
|---|---|---|---|---|
| Sequential | 0.000789 | 384 | 500 | 116 |
| Clock | 0.000149 | 228 | 349 | 121 |
| Combinational | 0.000998 | 187 | 324 | 136 |
| Total | 0.00194 | 799 | 1170 | 373 |
[through the flow]
stage | hold slack, ns | setup slack (ns)
3_3_place_gp | 0.513 | 3.79
2_1_floorplan | 0.496 | 4.72
3_5_place_dp | 0.515 | 3.79
4_1_cts | 0.527 | 3.77
6_report | 0.526 | 3.78
5_1_grt | 0.534 | 3.70
Power figures rest on the tool's default switching activity, not on a simulated workload.
