File: design/flow/design.v
module cp0(pc,din,HWint,sel,cp0WR,epcWR,exlset,exlclr,clk,rst,IntReq,epc,dout);
  input [31:2] pc;
  input [7:2] HWint; 
  input [3:0] sel;
  input cp0WR, exlset,exlclr,clk,rst,epcWR;
  input [31:0] din;
  output [31:2] epc;
  output [31:0] dout;
  output IntReq;
  reg [7:2]im;
  reg exl,ie;
  wire [31:0] SR; 
  reg [7:2] cause;
  wire[31:0] CAUSE; 
  reg [31:2] EPC;
  reg [31:0]PRId=32'h21074113;
  assign SR={16'b0,im,8'b0,exl,ie};
  assign CAUSE={16'b0,cause,10'b0};
  always@(posedge clk,posedge rst)
  begin
    if(rst)
      begin
        im=0;
        exl=0;
        ie=0;
        cause=0;
        EPC=0;
      end
    else
      begin
      cause=HWint;
      if(~exl&&epcWR)
      begin
        EPC<=pc;
      end
      if(cp0WR)
        case(sel)
          4'b1100:{im,exl,ie}<={din[15:10],din[1],din[0]}; 
          4'b1101:cause<=HWint; 
          4'b1110:EPC<=pc[31:2];
          4'b1111:PRId<=din;
        endcase
      if(exlset)
        exl<=1;
      if(exlclr)
        exl<=0;
      end
  end
  assign dout = (sel==12)? SR: 
                (sel==13)? CAUSE : 
                (sel==14)? EPC: 
                (sel==15)? PRId:32'b0 ;
  assign epc=EPC; 
  assign IntReq =|(HWint[7:2]&im[7:2])&ie&!exl ;
endmodule
File: design/flow/run.sh
#!/bin/bash
# OpenROAD 26Q1-2900-gdf79404cd8, Yosys 0.63+post, stock flow scripts
make -C /OpenROAD-flow-scripts/flow DESIGN_CONFIG=/design/flow/config.mk WORK_HOME=/design/flow/orfs finish
File: design/flow/config.mk
export PLATFORM = sky130hd
export DESIGN_NAME = cp0
export DESIGN_NICKNAME = cp0
export VERILOG_FILES = /design/flow/design.v
export SDC_FILE = /design/flow/constraint.sdc
export NUM_CORES = 4
export LEC_CHECK = 1
export CORE_UTILIZATION = 30
File: design/flow/constraint.sdc
current_design cp0

set clk_period 5.0
set clk_io_pct 0.2

create_clock -name clk0 -period $clk_period [get_ports {clk}]

set non_clock_inputs [all_inputs -no_clocks]
set_input_delay [expr $clk_period * $clk_io_pct] -clock clk0 $non_clock_inputs
set_output_delay [expr $clk_period * $clk_io_pct] -clock clk0 [all_outputs]
==> flow_summary_export.csv <==
group,metric,value,unit
critical_path,rrSetupSlack,3.46,ns
critical_path,path_class,"primary input to output port",
place,dp.final_hpwl,5.244,mm
clocking,cts_root_buf,"clkbuf_8",
clocking,cts_tree,"built",
yosys,yosysTopAreaCell,"dfrtp_1",
timing,clock.fmax,244.8,MHz
yosys,yosys_area,0.003198,sq mm
critical_path,worstPathArrival,3.09,ns
job,warnings,25,
die,die_area,0.01108,sq mm
detailed_routing,drtIter0Drc,87,
yosys,syn-cell-area,0.003198,sq mm
yosys,synthFlopType,"dfrtp_1",
finish,area_growth,55.95,%
power,power_density,325.1,mW/mm^2
clocking,cts_hold_buf,0,
global_routing,grt_pass1_vias,2166,
timing,tightest_slew,0.6124,ns
yosys,synth_top_area_share,34.43,%
power,total_power,1.621,mW
die,rows,37,
timing,rsz0062_at_grt,"false",
yosys,synth-edff-count,32,
die,coreArea,0.01032,sq mm
finish,final_cell_mix,"clkdlybuf4s50_1, dfrtp_1, edfxtp_1",
yosys,yosys_warnings,1,
die,fp.dieW,105.3,um
power,p_leak,1.961,nW
yosys,yosysCellCount,184,
clocking,cts_buffer_depth,2,
critical_path,crit_required,4.00,ns
yosys,avgSynthCellArea,17.38,sq um
finish,final_cells,470,
min_path,hold_class,"flip-flop to flip-flop",
critical_path,worstSetupEndpointType,"output port",
timing,slew_headroom,59.05,%
detailed_routing,drt-vias-per-instance,4.538,
yosys,ys_types,22,
critical_path,startpoint_type,"primary input",
clocking,cts.sinks,76,
detailed_routing,diodes,0,
run_status,status,"complete, no violations",
critical_path,worstPathMaxFanout,23,
die,die.size.y,105.3,um
die,io_pins,141,
clocking,clk-insertion-delay-late,0.34,ns
global_routing,grt.overflow.total,0,
yosys,ys.flops,76,
place,place_inst,454,
timing,finalClockSkew,0.005946,ns
timing,finalCriticalPeriod,4.085,ns
finish,drive_above_1_share,20.36,%
yosys,async_flop_share,57.89,%
global_routing,grt_max_degree,45,
detailed_routing,post_drt_wl_per_cell,16.24,um
detailed_routing,route.detailed.drc,0,
yosys,syn_inst,184,
detailed_routing,ant_nets,0,
timing,hold_viol_final,0,
detailed_routing,wl,7.634,mm
clocking,cts_setup_buffers,0,
clocking,clk_pin_slew,0.08,ns
power,ir_drop,194.8,uV
place,place_congestion,0.7991,
timing,setup_viol_count_final,0,
place,port_buffers,140,
global_routing,grt_usage,14.48,%
timing,finalCritPeriodShare,81.71,%
die,fp_util,30.98,%
global_routing,antenna_found_initial,0,
clocking,ctsResizeCount,0,
finish,layout_top_cell,"clkdlybuf4s50_1",
timing,timing.setup.tns,0,ns
global_routing,grt_first_pass_wirelength,11.78,mm
job,drv_cap,0,
detailed_routing,vias,2133,
timing,drv_slew,0,
clocking,htreeDepth,3,
yosys,area_leaders,"dfrtp_1, edfxtp_1, mux2_4",
clocking,cts_buffers,9,
detailed_routing,dr.pass1.iters,6,
yosys,seq_area_frac_synth,64.48,%
[logic make-up (layout without fill, tap and decap cells)]
family | after synthesis | in the layout | synth area share [%]
DFF | 76 | 76 | 64.48
and+or+nand+nor | 20 | 20 | 3.443
buffers and inverters | 12 | 162 | 2.269
muxes | 45 | 45 | 21.48
AOI/OAI and AO/OA | 31 | 31 | 8.333
[worst paths after layout]
| path | startpoint | endpoint | depth (start not counted) |
|---|---|---|---|
| max | sel[0] | dout[29] | 5 |
| min | EPC[17]$_DFF_PP0_ | EPC[17]$_DFF_PP0_ | 1 |
| max reg2reg | exl$_DFFE_PP0P_ | EPC[12]$_DFF_PP0_ | 3 |
| min reg2reg | EPC[17]$_DFF_PP0_ | EPC[17]$_DFF_PP0_ | 1 |
| max in group asynchronous | rst | EPC[6]$_DFF_PP0_ | 3 |
| min in group asynchronous | rst | EPC[31]$_DFF_PP0_ | 3 |
[synthesized netlist by cell type, types with 2 or more instances]
cell,instances
a22o_1,22
a22oi_1,5
and2_1,2
and3_1,3
buf_2,4
buf_6,3
clkbuf_1,3
dfrtp_1,44
edfxtp_1,32
inv_1,2
mux2_2,9
mux2_4,30
mux4_2,6
nand2_1,3
nor2_1,4
nor2b_1,6
[layer usage]
metal	global-route usage, %	share of wire, %
met1	21.20	41
met2	22.56	48
met3	5.300	9.8
met4	1.107	0.77
met5	0	0
[flip-flops by register name, indices dropped and copies added (netlist names)]
signal,cells
ie,1
cause,6
exl,1
im,6
EPC,30
PRId,32
[worst max-delay path, cell delays in order]
cell and delay (ns):
clkdlybuf4s50_1 0.72, and4b_1 0.39, buf_4 0.29, a22o_1 0.19, clkdlybuf4s50_1 0.49
[layout make-up]
| class | instances | area (sq um) |
|---|---|---|
| Multi-Input combinational cell | 96 | 1067 |
| Inverter | 2 | 7.507 |
| Tap cell | 136 | 170.2 |
| Timing Repair Buffer | 144 | 1431 |
| Clock inverter | 5 | 107.6 |
| Fill cell | 875 | 5336 |
| Sequential cell | 76 | 2062 |
| Clock buffer | 11 | 141.4 |
[stage by stage]
step | hold WS (ns) | instance area, sq um | setup slack, ns | utilization (%)
final | 0.5427 | 4987 | 0.9146 | 48.31
after global routing | 0.5622 | 4987 | 0.8100 | 48.31
after CTS | 0.5449 | 4987 | 0.9084 | 48.31
after detailed placement | 0.5232 | 4738 | 0.9245 | 45.90
after global placement | 0.5155 | 4738 | 0.9178 | 45.90
after floorplan | 0.4764 | 3198 | 1.672 | -
[report_power, final]
group | switching (mW) | total, mW | internal, mW
clock network | 0.227 | 0.576 | 0.348
logic | 0.0661 | 0.292 | 0.226
registers | 0.0455 | 0.754 | 0.708
Power and IR drop assume default switching activity.
