**flow/run.sh**
```bash
#!/bin/bash
# OpenROAD 26Q1-2900-gdf79404cd8, Yosys 0.63+post, stock flow scripts
make -C /OpenROAD-flow-scripts/flow DESIGN_CONFIG=/design/flow/config.mk WORK_HOME=/design/flow/orfs finish
```
**flow/config.mk**
```make
export PLATFORM = sky130hd
export DESIGN_NAME = fsm
export DESIGN_NICKNAME = fsm
export VERILOG_FILES = /design/flow/design.v
export SDC_FILE = /design/flow/constraint.sdc
export NUM_CORES = 4
export LEC_CHECK = 1
export CORE_AREA = 10 10 85 85
export DIE_AREA = 0 0 95 95
```
**flow/constraint.sdc**
```tcl
current_design fsm

set clk_period 4.0
set clk_io_pct 0.2

create_clock -name clk0 -period $clk_period [get_ports {clk}]

set non_clock_inputs [all_inputs -no_clocks]
set_input_delay [expr $clk_period * $clk_io_pct] -clock clk0 $non_clock_inputs
set_output_delay [expr $clk_period * $clk_io_pct] -clock clk0 [all_outputs]
```
**flow/design.v**
```verilog
module fsm(clk,rst,zero,opcode,funct,PCWr,IRWr,regDst,ALUSrc,writeData,GPRWr,DMWr,nPCsel,extsel,ALUsel,overflow,slt_ctrl,dmsel);
  input clk,rst,zero;
  input [5:0]opcode,funct;
  wire addi,addiu,slt,jal,jr,addu,subu,ori,lw,sw,beq,lui,j,lb,sb;
  wire f0,f1,f2,f3,f4,f5,f6,f7,f8,f9,f10;
  output PCWr,IRWr,GPRWr,ALUSrc,slt_ctrl,DMWr,overflow;
  output [1:0] ALUsel,writeData,regDst,extsel,dmsel;
  output [2:0] nPCsel;
  parameter s0=4'b0000;
  parameter s1=4'b0001;
  parameter s2=4'b0010;
  parameter s3=4'b0011;
  parameter s4=4'b0100;
  parameter s5=4'b0101;
  parameter s6=4'b0110;
  parameter s7=4'b0111;
  parameter s8=4'b1000;
  parameter s9=4'b1001;
  parameter s10=4'b1010;
  parameter s11=4'b1011;
  reg [3:0] state;
  assign addi=~opcode[0]&&~opcode[1]&&~opcode[2]&&opcode[3]&&~opcode[4]&&~opcode[5];
  assign addiu=opcode[0]&&~opcode[1]&&~opcode[2]&&opcode[3]&&~opcode[4]&&~opcode[5];
  assign slt=~opcode[0]&&~opcode[1]&&~opcode[2]&&~opcode[3]&&~opcode[4]&&~opcode[5]&&~funct[0]&&funct[1]&&~funct[2]&&funct[3]&&~funct[4]&&funct[5];
  assign jal=opcode[0]&&opcode[1]&&~opcode[2]&&~opcode[3]&&~opcode[4]&&~opcode[5];
  assign jr=~opcode[0]&&~opcode[1]&&~opcode[2]&&~opcode[3]&&~opcode[4]&&~opcode[5]&&~funct[0]&&~funct[1]&&~funct[2]&&funct[3]&&~funct[4]&&~funct[5];
  assign addu=~opcode[0]&&~opcode[1]&&~opcode[2]&&~opcode[3]&&~opcode[4]&&~opcode[5]&&funct[0]&&~funct[1]&&~funct[2]&&~funct[3]&&~funct[4]&&funct[5];
  assign subu=~opcode[0]&&~opcode[1]&&~opcode[2]&&~opcode[3]&&~opcode[4]&&~opcode[5]&&funct[0]&&funct[1]&&~funct[2]&&~funct[3]&&~funct[4]&&funct[5];
  assign ori=opcode[0]&&~opcode[1]&&opcode[2]&&opcode[3]&&~opcode[4]&&~opcode[5];
  assign lw=opcode[0]&&opcode[1]&&~opcode[2]&&~opcode[3]&&~opcode[4]&&opcode[5];
  assign sw=opcode[0]&&opcode[1]&&~opcode[2]&&opcode[3]&&~opcode[4]&&opcode[5];
  assign beq=~opcode[0]&&~opcode[1]&&opcode[2]&&~opcode[3]&&~opcode[4]&&~opcode[5];
  assign lui=(opcode==6'b001111)?1:0;
  assign j=~opcode[0]&&opcode[1]&&~opcode[2]&&~opcode[3]&&~opcode[4]&&~opcode[5];
  assign lb=~opcode[0]&&~opcode[1]&&~opcode[2]&&~opcode[3]&&~opcode[4]&&opcode[5];
  assign sb=~opcode[0]&&~opcode[1]&&~opcode[2]&&opcode[3]&&~opcode[4]&&opcode[5];
  assign f0=~state[3]&~state[2]&~state[1]&~state[0];
  assign f1=~state[3]&~state[2]&~state[1]&state[0];
  assign f2=~state[3]&~state[2]&state[1]&~state[0];
  assign f3=~state[3]&~state[2]&state[1]&state[0];
  assign f4=~state[3]&state[2]&~state[1]&~state[0];
  assign f5=~state[3]&state[2]&~state[1]&state[0];
  assign f6=~state[3]&state[2]&state[1]&~state[0];
  assign f7=~state[3]&state[2]&state[1]&state[0];
  assign f8=state[3]&~state[2]&~state[1]&~state[0];
  assign f9=state[3]&~state[2]&~state[1]&state[0];
  assign f10=state[3]&~state[2]&state[1]&~state[0];
  always@(posedge clk,posedge rst)
  begin
    if(rst)
      state<=s0;
    else
      case(state)
        s0:                                                     
        begin
          state=s1;
        end
        s1:                                                     
        begin
          if(lw||sw||lb||sb)
            state<=s2;
          else if(jal)
            state<=s9;
          else if(beq)
            state<=s8;
          else if(j)
            state<=s0;
          else
            state<=s6;
        end
        s2:                                                     
        begin
          if(lw||lb||sb)
            state<=s3;
          else   
            state<=s5;
        end
        s3:                                                     
        begin
          if(sb)
            state<=s5;
          else
            state<=s4;
        end
        s4:                                                     
        begin
          state<=s0;
        end
        s5:                                                     
        begin
          state<=s0;
        end
        s6:                                                     
        begin
            state<=s7;
        end
        s7:                                                     
        begin
          state<=s0;
        end
        s8:                                                     
        begin
          state<=s0;
        end
        s9:                                                     
        begin
          state<=s0;
        end
        s10:                                                     
        begin
          state<=s0;
        end
        default:state<=s0;
      endcase
  end
  assign PCWr=f0||(j&&f1)||(jr&&f7)||(beq&&zero)&&f8||jal&&f9;
  assign IRWr=f0;
  assign GPRWr=(lb||lw)&&f4||f7||jal&&f9; 
  assign ALUSrc=(ori||addi||addiu||lw||sw||lui||lb||sb)&&~f0;
  assign overflow=f7&&addi;
  assign DMWr=(sw||sb)&&f5; 
  assign slt_ctrl=(slt&&~f0);
  assign dmsel=(lb&&~f0)?2'b01:
                (sb&&~f0)?2'b10:2'b00;
  assign nPCsel=(~f0&&beq)? 3'b001:
                (~f0&&jal)? 3'b010:
                (f1&&j)? 3'b011:
                (~f0&&jr)? 3'b100:3'b000;
  assign ALUsel=((subu||beq||slt)&~f0)? 2'b01:
                (ori&~f0)? 2'b10:2'b00;
  assign writeData=((lw||lb)&~f0)? 2'b01:
                    (jal&~f0)? 2'b10:
                    (slt&~f0)? 2'b11:2'b00;
  assign regDst=((addu||subu||slt)&~f0)? 2'b01:
                (jal&~f0)? 2'b10:2'b00;
  assign extsel=(ori&~f0)? 2'b00:
                (lui&~f0)? 2'b10:2'b01;
endmodule
```
==> flow_metrics.py <==
# Generated from Yosys and OpenROAD reports
metrics = {
    "clocking": {
        "cts_resized": 0,
        "cts_root_buf": "clkbuf_8",
        "holdBufCountCts": 0,
        "clkLatencyLatePin_ns": 0.21,
        "cts_buffers": 3,
        "cts_tree": "yes",
        "clock-sinks": 4,
        "cts_buffer_depth": 2,
        "clk_pin_slew_ns": 0.03,
        "post-cts-setup-buffers": 0,
        "h-tree-depth": 1,
    },
    "timing": {
        "max_freq_ghz": 0.266,
        "rsz0062_at_grt": "no",
        "hold_viol_final": 0,
        "report.final.slew_viol_count": 0,
        "finalSetupViolCount": 0,
        "worstMarginPinSlew_ns": 0.369,
        "slew_headroom_pct": 75.2,
        "tns_ns": 0,
        "finClkSkew_ns": 0.00376,
        "fin_crit_sh_pct": 93.9,
        "fin_ws_ns": 0.244,
        "period_needed_ns": 3.76,
    },
    "placed_design": {
        "gp_congestion": 0.849,
        "dp_hpwl_mm": 2.09,
        "dp_slack_ns": 0.265,
        "portBuffers": 34,
    },
    "logic_synthesis": {
        "synth_adder_area_share_pct": 0,
        "edf_count": 0,
        "synth_cell_type_count": 36,
        "syn_inst": 94,
        "yosysWarnings": 1,
        "netlist.area_leader.share_pct": 16.1,
        "postSynthSeqShare_pct": 16.1,
        "ff_type": "dfrtp_1",
        "synth.logic.top_family": "simple AND/OR/NAND/NOR gates",
        "synth_area_sq_um": 623,
        "synth_top_cell_by_area": "dfrtp_1",
        "topCellsByArea": "dfrtp_1, nor2_1, nand3b_1",
        "synthXorXnorAreaFrac_pct": 1.41,
        "synth_flop_count": 4,
        "ys_cells": 94,
        "ys_sh_mux_pct": 0,
        "ys_chip_area_sq_um": 623,
        "common_cells": "nor2_1, nand2_1, nand3_1",
        "top_cell": "nor2_1",
        "synthAoiAreaFrac_pct": 21.5,
        "synth.avg_cell_area_sq_um": 6.63,
        "simple_gate_share_pct": 52.6,
        "async_flop_share_pct": 100,
    },
    "detailed_routing": {
        "postRouteAntennaNets": 0,
        "vias": 816,
        "wl_per_cell_microns": 12.3,
        "vias_per_cell": 4.04,
        "antennaDiodeCount": 0,
        "drtIter0Drc": 73,
        "drt-total-wl_mm": 2.49,
        "drc": 0,
        "dr.pass1.iters": 4,
    },
    "critical_path": {
        "critPathArrivalTime_ns": 2.96,
        "crit_fanout": 7,
        "cp-end-kind": "primary output",
        "setup.worst_path.class": "input pin to primary output",
        "reg2regPathDepth": 3,
        "worst_setup_path_start_kind": "input pin",
        "worstPathRequired_ns": 3.20,
    },
    "floorplanning": {
        "fp_util_pct": 11.4,
        "core_region_area_sq_um": 5470,
        "ios": 35,
        "die_area_sq_um": 9030,
        "die_h_microns": 95,
        "num_rows": 27,
        "die_w_microns": 95,
    },
    "hold_path": {
        "hold_depth": 1,
        "min_path_type": "flip-flop to flip-flop",
    },
    "power": {
        "ir_drop_v": 0.0000868,
        "pwr_density_cell_nw_per_um2": 309,
        "p_leak_nw": 0.380,
        "finalPower_uw": 339,
    },
    "cells_and_area": {
        "syn_to_final_growth_pct": 76.3,
        "biggestRegsByFlops": "state (4)",
        "drive_gt1_share_pct": 12.3,
        "largest_reg_flops": 4,
        "regMostFlops": "state",
        "final.fill_count": 626,
    },
    "grt": {
        "grt_overflow_total": 0,
        "grt_pass1_wl_mm": 4.00,
        "grt_max_degree": 11,
        "globalRouteTotalUtil_pct": 5.40,
        "grt_pass1_vias": 830,
        "antenna_found_initial": 0,
    },
    "job": {
        "max-cap-violations": 0,
        "warning_count": 25,
    },
    "outcome": {
        "status": "complete, no violations",
    },
}
critical path: stages:
cell and delay (ns):
clkdlybuf4s50_1 0.52, or2_2 0.39, nor4_1 0.30, nand3_1 0.22, o21ai_0 0.22, clkdlybuf4s50_1 0.51
power by group:
group / internal [mW] / switching [mW] / total, mW / leakage, nW
logic: 0.0886 / 0.0851 / 0.174 / 0.307
clock network: 0.0639 / 0.0185 / 0.0824 / 0.0216
registers: 0.0544 / 0.0288 / 0.0832 / 0.0517
total: 0.207 / 0.132 / 0.339 / 0.380
layer usage:
| metal | GRT usage [%] | wire length [microns] | vias up |
|---|---|---|---|
| li1 | - | - | 417 |
| met1 | 6.90 | 1110 | 367 |
| met2 | 8.41 | 1080 | 30 |
| met3 | 2.32 | 260 | 2 |
| met4 | 0.873 | 27 | 0 |
| met5 | 0 | 0 | - |
placed cells by master, fill, tap and decap left out, types with 2 or more instances in the layout:
cell / netlist / layout
clkdlybuf4s50_1: 0 / 34
nor2_1: 13 / 13
nand2_1: 9 / 9
nand3_1: 6 / 6
nand3b_1: 5 / 5
a21oi_1: 5 / 5
o21ai_0: 5 / 5
buf_4: 0 / 5
nor2b_1: 4 / 4
inv_1: 4 / 4
dfrtp_1: 4 / 4
nor3b_1: 3 / 3
nor4_1: 3 / 3
clkbuf_8: 0 / 3
nand2b_1: 2 / 2
o32ai_1: 2 / 2
nor3_1: 2 / 2
nand4b_1: 2 / 2
nand4_1: 2 / 2
final timing paths:
check | startpoint | to | slack (ns)
min | state[3]$_DFF_PP0_ | state[0]$_DFF_PP0_ | 0.64
max in group asynchronous | rst | state[3]$_DFF_PP0_ | 3.07
min in group asynchronous | rst | state[2]$_DFF_PP0_ | 0.78
max | opcode[0] | writeData[1] | 0.24
min reg2reg | state[3]$_DFF_PP0_ | state[0]$_DFF_PP0_ | 0.64
max reg2reg | state[0]$_DFF_PP0_ | state[3]$_DFF_PP0_ | 2.71
per-stage QoR:
step,cells,utilization (%),cell area (sq um),hold slack [ns]
after global placement,199,19.3,1060,0.627
after CTS,202,20.1,1100,0.619
after global routing,202,20.1,1100,0.647
after floorplan,94,-,623,0.542
final,202,20.1,1100,0.636
after detailed placement,199,19.3,1060,0.621
cell type report:
cell class / instances / area [sq um] / area share, %
tap: 72 / 90.1 / 8.20
clock buffer: 3 / 41.3 / 3.76
sequential: 4 / 100 / 9.11
inverter: 5 / 18.8 / 1.71
timing repair buffer: 39 / 378 / 34.4
multi-input combinational: 79 / 470 / 42.8
logic make-up (layout without fill, tap and decap cells):
group / after synthesis / after routing
compound gates: 20 / 20
xor+xnor: 1 / 1
buf+inv: 11 / 47
flops: 4 / 4
simple gates: 58 / 58
Power and IR drop assume default switching activity.
